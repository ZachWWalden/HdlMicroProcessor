==> /design/flow/config.mk <==
export PLATFORM = sky130hd
export DESIGN_NAME = new_register_file
export DESIGN_NICKNAME = new_register_file
export VERILOG_FILES = /design/flow/design.v
export SDC_FILE = /design/flow/constraint.sdc
export NUM_CORES = 4
export LEC_CHECK = 1
export CORE_UTILIZATION = 50
==> /design/flow/constraint.sdc <==
current_design new_register_file

set clk_period 5.8
set clk_io_pct 0.2

create_clock -name clk0 -period $clk_period [get_ports {clock}]

set non_clock_inputs [all_inputs -no_clocks]
set_input_delay [expr $clk_period * $clk_io_pct] -clock clk0 $non_clock_inputs
set_output_delay [expr $clk_period * $clk_io_pct] -clock clk0 [all_outputs]
==> /design/flow/design.v <==
module new_register_file(
	input clock,
	input nreset,
	input [1:0] wr_en,
	input [1:0] rd_en,
	input [9:0] wr_addr,
	input [9:0] rd_addr,
	input [15:0] data_in,
	output [15:0] data_out
);
	integer i;
	reg [7:0] reg_file [0:31];
	initial
	begin
		for(i=0;i<32;i=i+1)
		begin
			reg_file[i] = 0;
		end
	end
	reg [15:0] read_data = 0;
	reg [1:0] rd_en_int = 0;
	always @ (negedge clock)
	begin
		rd_en_int <= rd_en;
		if(nreset == 1'b0)
		begin
			for(i=0;i<32;i=i+1)
			begin
				reg_file[i] = 0;
			end
		end
		else
		begin
			if(wr_en[0] == 1'b1)
			begin
				reg_file[wr_addr[4:0]] = data_in[7:0];
			end
			else
			begin
				reg_file[wr_addr[4:0]] = reg_file[wr_addr[4:0]];
			end
			if(wr_en[1] == 1'b1)
			begin
				reg_file[wr_addr[9:5]] = data_in[15:8];
			end
			else
			begin
				reg_file[wr_addr[9:5]] = reg_file[wr_addr[9:5]];
			end
		end
	end
	assign data_out[7:0] = rd_en_int[0] ? reg_file[rd_addr[4:0]] : 8'h00;
	assign data_out[15:8] = rd_en_int[1] ? reg_file[rd_addr[9:5]] : 8'h00;
endmodule
==> /design/flow/run.sh <==
#!/bin/bash
# OpenROAD 26Q1-2900-gdf79404cd8, Yosys 0.63+post, stock flow scripts
make -C /OpenROAD-flow-scripts/flow DESIGN_CONFIG=/design/flow/config.mk WORK_HOME=/design/flow/orfs finish
==> summary.txt <==
Summary of implementation figures.

Logic synthesis
Of all flip-flops after synthesis, the portion carrying an async set or reset was 0%. The total cells reported by yosys after synthesis is 2871. Once synthesis finished, the tally of register bits stood at 258. The chip area estimate from yosys synthesis is 20100 µm². The number of warnings issued by yosys is 2. The mean post-synth cell area is 6.99 µm². The post-synth tally of flip-flops with integrated enable is 0.

In this run the cell area of the synthesized design comes to 20100 µm². The cell count after synthesis came out at 2871. The top flip-flop cell by instance count after synthesis is dfxtp_1. Per the synthesis report, the number of distinct cell types is 75. The portion of the post-synthesis area used by sequential elements is 25.7%.

Clock tree
CTS placed an instance of clkbuf_16 at the clock tree root. In this run the number of H-tree levels came out at 1. The number of clock sinks came to 258.

The number of clock buffers inserted by TritonCTS is 31. Hold repair after CTS inserted 0 buffers. In this run the deepest clock path goes through 3 buffers.

Place
The cell count after placement is 4212. The setup slack at placement is -2660 ps. The routability congestion estimate from global placement is 1.73.

The count of buffers from port buffering is 57. After legalization and detailed placement, the total HPWL measured 124000 µm.

Floorplanning
The floorplan has 73 rows. According to the floorplan report, the die height is 202 µm. The top-level port count is 58. Before placement the cells fill 50.7% of the core.

The die width is 202 µm.

Global routing
The number of global-route vias before repair was 39152. The pin count of the biggest net entering global routing is 96. The residual overflow from global routing is 944. The global-route total usage across every layer is 94.3%. The global-route wire length before repair is 277000 µm.

Run status
The first error in the log reads "[ERROR GRT-0116] Global routing finished with congestion. Check the congestion regions in the DRC Viewer". It got as far as global routing and failed there. The run stopped with a tool error.
## cells in the mapped netlist, drive strengths merged, types with 24 or more instances
master,number,area (µm²)
mux2i,36,360
a32oi,34,298
a221oi,76,666
dfxtp,258,5160
a211oi,75,563
nand2,347,1300
a22o,73,639
nand3,135,676
a22oi,162,1220
buf,53,254
o21ai,203,1020
nor2,362,1360
o22ai,103,644
o211ai,68,515
clkbuf,191,717
a21oi,199,1000
nor4,25,156
and3,24,150
nand4,97,607
nor3,38,190
## layer usage
metal | GRT usage (%) | GRT overflow
met1 | 94.5 | 165
met2 | 99.5 | 315
met3 | 91.1 | 223
met4 | 90.4 | 216
met5 | 81.3 | 25
## repair_timing
action,4_1_cts
buffers inserted,58
setup endpoints to repair,272
resized,341
pin swaps,48
cloned,17
## through the flow
| step | instance area [µm²] | hold slack (ps) |
|---|---|---|
| after CTS | 32500 | 569 |
| after detailed placement | 28500 | 564 |
| after global placement | 28500 | 565 |
| after floorplan | 20300 | 492 |
## cell families after synthesis
group                  Yosys count  share of synthesized area, %
and+or+nand+nor               1136                          26.1
DFF                            258                          25.7
buffers and inverters          252                          4.99
muxes                           39                          1.96
AOI/OAI and AO/OA             1186                          41.2
