File: ./run.sh
#!/bin/bash
# OpenROAD 26Q1-2900-gdf79404cd8, Yosys 0.63+post, stock flow scripts
make -C /OpenROAD-flow-scripts/flow DESIGN_CONFIG=/design/flow/config.mk WORK_HOME=/design/flow/orfs finish
File: ./config.mk
export PLATFORM = sky130hd
export DESIGN_NAME = call_stk
export DESIGN_NICKNAME = call_stk
export VERILOG_FILES = /design/flow/design.v
export SDC_FILE = /design/flow/constraint.sdc
export NUM_CORES = 4
export LEC_CHECK = 1
export CORE_UTILIZATION = 50
export SYNTH_HDL_FRONTEND = slang
File: ./constraint.sdc
current_design call_stk

set clk_period 29.4
set clk_io_pct 0.2

create_clock -name clk0 -period $clk_period [get_ports {clock}]

set non_clock_inputs [all_inputs -no_clocks]
set_input_delay [expr $clk_period * $clk_io_pct] -clock clk0 $non_clock_inputs
set_output_delay [expr $clk_period * $clk_io_pct] -clock clk0 [all_outputs]
File: ./design.v
module call_stk(
	input clock,
	input nreset,
	input wea,
	input [7:0] addra,
	input [13:0] dina,
	output reg [13:0] douta
);
	integer i = 0;
    reg [13:0] call_stk_array [0:255];
	initial
	begin
		for(i=0;i<256;i=i+1)
		begin
			call_stk_array[i] = 0;
		end
	end
	always @ (negedge clock)
	begin
		if(nreset == 1'b0)
		begin
			for(i=0;i<256;i=i+1)
			begin
				call_stk_array[i] <= 0;
			end
		end
		else
		begin
			if(wea == 1'b1)
			begin
				call_stk_array[addra] <= dina;
				douta <= 0;
			end
			else
			begin
				douta <= call_stk_array[addra];
			end
		end
	end
endmodule
==> impl_metrics.py <==
# Auto-generated metrics
metrics = {
    "setup_path": {
        "slowest_delay_ps": 1060,
        "crit_path_frequent_cell": "buf_4",
        "cp_cell_sequence": "buf_8 > buf_4 > nand4bb_2 > buf_4 > o22ai_1 > nor4_1 > buf_4 > nand3_1 > a221o_1 > a2111oi_2 > a311oi_1",
        "reg2reg_slack_ps": 25180,
        "start_kind": "input pin",
        "crit_type": "input pin to register",
        "worst_setup_path_end_kind": "register",
        "critPathMaxFanout": 57,
        "cp_data_arrival_time_ps": 11060,
        "worst_ep_required_time_ps": 15330,
        "cp_slowest_cell": "a2111oi_2",
    },
    "layout": {
        "fin_cells": 19300,
        "layout-drive-gt1-share": 0.132,
        "area_delta_synth_final_pct": 20.1,
        "postLayoutCellArea_um2": 198000,
        "final_util": 0.604,
    },
    "timing": {
        "setup_viol": 0,
        "tns_ps": 0,
        "rsz0062_at_grt": "false",
        "fin_skew_ps": 36.4,
        "worst_pin_slew_ps": 1460,
        "maxSlewViolCount": 0,
        "hold_violations": 0,
        "slew_headroom": 0.0282,
    },
    "place": {
        "gp_congestion": 0.948,
        "dpl.hpwl_um": 292000,
        "dpl_cell_area_um2": 171000,
        "port-buffer-count": 38,
        "dp_cells": 14900,
    },
    "yosys": {
        "synth_seq_share": 0.657,
        "top_area_cell": "edfxtp_1",
        "synthArstFlopShare": 0,
        "synth_stat.cells": 11000,
        "synth_cells": 11000,
        "avgSynthCellArea_um2": 14.9,
        "edf_count": 3598,
        "ys_ff": 3598,
        "syn_area_um2": 164000,
        "area_leaders": "edfxtp_1 (66%), and2_1 (14%), mux4_2 (8.7%)",
        "yosysChipArea_um2": 164000,
        "synth.distinct_cells": 51,
        "yosysWarnings": 0,
        "top_cell_area_share": 0.657,
        "yosys_most_used_dff": "edfxtp_1",
    },
    "cts": {
        "cts_sinks": 3598,
        "clockRootBuffer": "clkbuf_16",
        "htreeDepth": 5,
        "cts_buffers": 401,
        "tritoncts": "yes",
        "cts_setup_buffers": 0,
        "clk_latency_ps": 950,
        "holdBufCountCts": 0,
        "cts_resized": 0,
        "path_clk_slew_ps": 40,
        "max-clock-path-buffers": 4,
    },
    "global_route": {
        "grt_antenna_before_repair": 13,
        "grt_max_degree": 107,
        "grt_pass1_wl_um": 710000,
        "grt_pass1_vias": 117000,
        "grt_use_total": 0.330,
        "grt_overflow_total": 0,
    },
    "drt": {
        "ant_nets": 0,
        "first_iter_violations": 6529,
        "drt_wl_total_um": 487000,
        "drc": 0,
        "routed-via-count": 106000,
        "drt-vias-per-instance": 5.48,
        "wl_per_cell_um": 25.3,
        "dr.pass1.iters": 6,
    },
    "floorplan": {
        "die_width_um": 576,
        "rows": 210,
        "initCoreUtil": 0.502,
        "core-area_um2": 327000,
        "io_pins": 39,
        "dieArea_um2": 331000,
        "die_h_um": 576,
    },
    "run": {
        "tool_warnings": 1036,
        "cap_violations": 0,
    },
    "pwr": {
        "ir_drop_mv": 0.0595,
        "power.leakage_nw": 84.1,
        "power_density_nw_per_um2": 70.1,
    },
    "run_status": {
        "status": "complete, no violations",
    },
    "worst_hold_path": {
        "hold_path_class": "register to register",
    },
}
-- critical path, delay by kind of cell --
kind / cells / cell delay [ps]
AND/OR/NAND/NOR: 3 / 1360
AND-OR/OR-AND: 4 / 1940
buffers and inverters: 4 / 1760
-- cells in the final DEF (no fill, tap or decap), types with 10 or more instances in the layout --
master           instances
a2111oi_2               14
a221oi_1                98
a22o_1                  48
a22oi_1                154
a311oi_1                13
a31oi_1                 29
a32o_1                  12
a32oi_1                 14
and2_1                3586
buf_12                  17
buf_4                  640
buf_8                   17
bufinv_16               61
clkbuf_16              408
clkdlybuf4s50_1         16
clkinvlp_2              89
diode_2                 12
edfxtp_1              3598
inv_1                 3723
inv_4                   18
inv_6                   13
mux2i_1                596
mux4_2                 636
nand2_1                 67
nand2_2                 16
nand3_1                 29
nand4_1                 29
nand4b_1                15
nor2_1                 304
nor2b_1                 10
nor3_1                  15
nor4_1                  41
o2111ai_1               13
o211ai_1                15
o21ai_0                 42
o21ai_1                266
o22ai_1                170
-- routing by layer --
layer	up-vias	share of wire	track usage
li1	47900	-	-
met1	51500	0.34	0.414
met2	5256	0.47	0.454
met3	848	0.14	0.228
met4	22	0.043	0.161
met5	-	0.0020	0.0195
-- logic make-up (layout without fill, tap and decap cells) --
kind of cell / after synthesis / count (layout) / share of synthesized area
mux: 1232 / 1232 / 0.123
flops: 3598 / 3598 / 0.657
simple gates: 4153 / 4153 / 0.152
buf+inv: 1120 / 5016 / 0.0299
other cells: 0 / 12 / 0
compound gates: 911 / 911 / 0.0377
-- through the flow --
step / worst slack, ps / hold slack, ps / power, mW
after floorplan: 6150 / 877 / 7.24
after global placement: 3380 / 1140 / 7.62
after detailed placement: 3370 / 1080 / 7.63
after CTS: 4340 / 1110 / 14.1
after global routing: 4280 / 1170 / 14.7
final: 4270 / 1150 / 13.8
-- power by group --
| group | switching [mW] | internal, mW |
|---|---|---|
| Combinational | 0.568 | 0.282 |
| Sequential | 0.0716 | 5.93 |
| Clock | 3.29 | 3.69 |
| Total | 3.93 | 9.91 |
-- registers in the layout, indices dropped and copies added (netlist names) --
register,cells
call_stk_array,3584
douta,14
-- final cells by class --
type	instances	area (µm²)
diodes	12	30.0
clock inverters	3912	16600
inverters	1	3.75
repair buffers	695	5610
multi-input cells	6296	51700
flip-flops and latches	3598	108000
fillers	23800	130000
well taps	4346	5440
clock buffers	408	10200
-- synthesized netlist by cell type (83+ instances only) --
cell and n:
o22ai_1 170, edfxtp_1 3598, and2_1 3588, o21ai_0 296, mux2i_1 596, nor2_1 306
nand2_1 83, clkbuf_1 867, a221oi_1 98, buf_2 125, mux4_2 636, a22oi_1 154
-- path summary, 6_finish.rpt --
path	from	endpoint	depth (start not counted)
setup / recovery	addra[3]	douta[8]	11
hold / removal	call_stk_array[38][2]	douta[2]	6
setup reg to reg	call_stk_array[238][8]	douta[8]	8
hold reg to reg	call_stk_array[38][2]	douta[2]	6
Power is estimated from default activity; no workload was simulated.
