[/design/flow/design.v]
module sfr_file(
	input clock,
	input nreset,
	input [1:0] wren,
	input [4:0] wr_addr,
	input [7:0] write_data,
	input [4:0] rd_addr,
	output [7:0] read_data,
	output [15:0] w_ptr,
	output [15:0] x_ptr,
	output [15:0] y_ptr,
	output [15:0] z_ptr,
	output fb_segment,
	output [255:0] sfr_file_out
);
	integer i;
	reg [7:0] sfr_array [0:31];
	reg [7:0] out_data = 0;
	initial
	begin
		for(i=0;i<32;i=i+1)
		begin
			sfr_array[i] <= 0;
		end
	end
	always @ (negedge clock)
	begin
		if(nreset == 1'b1)
		begin
			for(i=0;i<32;i=i+1)
			begin
				sfr_array[i] <= 0;
			end
		end
		else
		begin
			if(wren == 2'b01)
			begin
				sfr_array[wr_addr] <= write_data;
			end
			else if(wren == 2'b10)
			begin
				out_data <= sfr_array[rd_addr];
			end
			else
			begin
				out_data <= 8'h00;
			end
		end
	end
	assign sfr_file_out[7:0] = sfr_array[0];
	assign sfr_file_out[15:8] = sfr_array[1];
	assign sfr_file_out[23:16] = sfr_array[2];
	assign sfr_file_out[31:24] = sfr_array[3];
	assign sfr_file_out[40:32] = sfr_array[4];
	assign sfr_file_out[48:41] = sfr_array[5];
	assign sfr_file_out[56:49] = sfr_array[6];
	assign sfr_file_out[63:57] = sfr_array[7];
	assign sfr_file_out[71:64] = sfr_array[8];
	assign sfr_file_out[79:72] = sfr_array[9];
	assign sfr_file_out[87:80] = sfr_array[10];
	assign sfr_file_out[95:88] = sfr_array[11];
	assign sfr_file_out[103:96] = sfr_array[12];
	assign sfr_file_out[111:104] = sfr_array[13];
	assign sfr_file_out[119:112] = sfr_array[14];
	assign sfr_file_out[127:120] = sfr_array[15];
	assign sfr_file_out[135:128] = sfr_array[16];
	assign sfr_file_out[143:136] = sfr_array[17];
	assign sfr_file_out[151:144] = sfr_array[18];
	assign sfr_file_out[159:152] = sfr_array[19];
	assign sfr_file_out[167:160] = sfr_array[20];
	assign sfr_file_out[175:168] = sfr_array[21];
	assign sfr_file_out[183:176] = sfr_array[22];
	assign sfr_file_out[191:184] = sfr_array[23];
	assign sfr_file_out[199:192] = sfr_array[24];
	assign sfr_file_out[207:200] = sfr_array[25];
	assign sfr_file_out[215:208] = sfr_array[26];
	assign sfr_file_out[223:216] = sfr_array[27];
	assign sfr_file_out[231:224] = sfr_array[28];
	assign sfr_file_out[239:232] = sfr_array[29];
	assign sfr_file_out[247:240] = sfr_array[30];
	assign sfr_file_out[255:248] = sfr_array[31];
	assign w_ptr[7:0] = sfr_array[0];
	assign w_ptr[15:8] = sfr_array[1];
	assign x_ptr[7:0] = sfr_array[2];
	assign x_ptr[15:8] = sfr_array[3];
	assign y_ptr[7:0] = sfr_array[4];
	assign y_ptr[15:8] = sfr_array[5];
	assign z_ptr[7:0] = sfr_array[6];
	assign z_ptr[15:8] = sfr_array[7];
	assign fb_segment = sfr_array[8][1];
	assign read_data = out_data;
endmodule
[/design/flow/config.mk]
export PLATFORM = sky130hd
export DESIGN_NAME = sfr_file
export DESIGN_NICKNAME = sfr_file
export VERILOG_FILES = /design/flow/design.v
export SDC_FILE = /design/flow/constraint.sdc
export NUM_CORES = 4
export LEC_CHECK = 1
export CORE_UTILIZATION = 30
[/design/flow/constraint.sdc]
current_design sfr_file

set clk_period 5.0
set clk_io_pct 0.2

create_clock -name clk0 -period $clk_period [get_ports {clock}]

set non_clock_inputs [all_inputs -no_clocks]
set_input_delay [expr $clk_period * $clk_io_pct] -clock clk0 $non_clock_inputs
set_output_delay [expr $clk_period * $clk_io_pct] -clock clk0 [all_outputs]
[/design/flow/run.sh]
#!/bin/bash
# OpenROAD 26Q1-2900-gdf79404cd8, Yosys 0.63+post, stock flow scripts
make -C /OpenROAD-flow-scripts/flow DESIGN_CONFIG=/design/flow/config.mk WORK_HOME=/design/flow/orfs finish
==> results.txt <==
Observations from the implementation run.

Place:
- The run puts the placement-stage worst setup slack at -601 ps.
- The run puts the port buffer count at 349.
- Per the placement report, the placed cell count is 1,724.
- The run gives the HPWL after detailed placement as 33,100 um.
- The run gives the instance area after placement as 17,000 um2.
- The run gives the weighted congestion reported at the end of routability-driven placement as 0.877.

Synthesis:
- The run gives the total cells reported by yosys after synthesis as 859.
- The run puts the per-instance average area after synthesis at 14.9 um2.
- The run puts the mapped cell area at 12,800 um2.
- The run puts the chip area line of the yosys report at 12,800 um2.
- The run puts the proportion of synthesized chip area in sequential cells at 0.619.
- The most used flip-flop cell after synthesis is sky130_fd_sc_hd__edfxtp_1.
- The run gives the flip-flop and latch count after synthesis as 264.
- After technology mapping, the gate count stands at 859.
- Counting flops with an async set or reset pin after synthesis yields a share of 0.
- The run gives the area share of the largest cell type after synthesis as 0.619.
- The run gives the number of enable-type register cells in the synthesized netlist as 264.
- The synthesized design spends more area on one cell type than any other, namely sky130_fd_sc_hd__edfxtp_1.
- The netlist uses 37 different library cells.
- The run puts the tally of yosys warning messages at 1.
- For reference, the top cells by area after synthesis are sky130_fd_sc_hd__edfxtp_1 62%, sky130_fd_sc_hd__and2_1 13%, sky130_fd_sc_hd__mux4_1 5.7%.

Pwr:
- The worst VDD IR drop from the latest analysis is 304 uV.
- The run puts the cell area power density at 325 nW/um2.
- The run puts the overall power consumption at 6.48 mW.
- The run puts the leakage power of the design at 9.51 nW.

Floorplan:
- The run gives the chip area as 43,500 um2.
- The run puts the core utilization before placement at 0.305.
- The run puts the vertical extent of the die at 209 um.
- The run puts the floorplan row count at 75.
- The run puts the number of top-level design ports at 351.
- The run puts the floorplan die width at 209 um.
- The run puts the placeable core region at 42,000 um2.

Hold path:
- The number of cells on the worst hold path is listed as 4.
- In this run the most critical hold path is launched from sfr_array[24][1].
- The endpoint of the worst hold path is reported as out_data[1].
- The run gives the class of the most critical hold timing path as register to register.

GRT:
- The run gives the initial antenna violation count as 4.
- The run puts the overall track demand over capacity in global routing at 0.228.
- The run gives the number of global-route vias before repair as 11,000.
- The run gives the total congestion overflow after global routing as 0.
- The run gives the wire length of the first global-routing pass as 66,900 um.
- The run puts the pin count of the biggest net entering global routing at 33.

STA:
- Setup repair after global routing could not meet its margin everywhere.
- Per the final timing report, the hold violations number 0.
- The run gives the count of endpoints failing setup in the final report as 1.
- The run puts the worst relative slew slack at 0.572.
- The run gives the number of max-slew violations in the final report as 0.
- The run gives the actual transition at the worst max-transition pin as 635 ps.
- The run gives the worst path setup slack after routing as -1.87 ps.
- The run puts the worst setup skew after layout at 21.0 ps.
- The run puts the worst hold-check slack at 932 ps.

Clock tree:
- Per the post-CTS timing run, clock transition at the registers of the reported paths is 40 ps.
- The run gives the maximum root-to-sink buffer count as 3.
- The run gives the total CTS buffers as 30.
- The run puts the hold buffer count at CTS at 0.
- TritonCTS built the clock tree.
- Clock tree synthesis found a total of 264 sinks.
- The run puts the number of H-tree levels at 1.
- The run gives the insertion delay to the later sink of the worst-skew pair as 620 ps.
- The cell sitting at the root of the clock tree is a sky130_fd_sc_hd__clkbuf_16.

Cells and area:
- The run puts the area growth from synthesis to layout at 55.7%.
- The run gives the final standard cell count with taps included and fillers excluded as 2,145.
- The most common logic cells in the final layout are 269 x sky130_fd_sc_hd__inv_1, 264 x sky130_fd_sc_hd__edfxtp_1, 257 x sky130_fd_sc_hd__and2_1, 190 x sky130_fd_sc_hd__buf_4, 176 x sky130_fd_sc_hd__clkdlybuf4s50_1.
- The run puts the finished layout cell area at 19,900 um2.
- The run gives the ratio of cells with drive above 1 in the final layout as 0.196.
- The run gives the top logic cell by instance count in the layout as sky130_fd_sc_hd__inv_1.

Route:
- For this sky-water flow run, the detailed-routed wirelength per cell is reported as 21.9 um.
- The run gives the violation count after the first detailed-routing iteration as 605.
- The run gives the via count of the routed design as 9,958.
- The run puts the count of nets left with antenna violations after detail routing at 0.
- The run puts the number of design rule violations left after detail routing at 0.
- The run gives the average via count per standard cell as 4.64.
- The first TritonRoute pass finished after 5 iterations.
- The run gives the total wire length after detailed routing as 47,000 um.

Run:
- The number of maximum-capacitance violations recorded for the run is 0.
- The run puts the tally of OpenROAD warnings at 290.

Setup path:
- The critical path in this run is classified as input port to register.
- STA puts the critical path data arrival time at 2820 ps.
- The run gives the data required time of the worst path as 2820 ps.
- Counting cells, the worst reg-to-reg path comes to 6.
- Looking at the reg2reg group, the worst path starts from sfr_array[1][5].
- In this run the critical register-to-register path is captured at out_data[5].
- The run puts the maximum fanout along the worst path at 17.
- Setup slack on the worst reg-to-reg path comes out at 2970 ps.
- STA classifies the critical path startpoint as an input port.
- The run gives the element type at the critical path end as a register.

Run status:
- The final reports fail on setup timing.
- The flow ran to the end, but the final reports show violations.
power by group:
part	internal [mW]	switching [mW]
combinational	0.404	0.273
clock	1.67	1.47
sequential	2.57	0.0973
registers in the layout, indices dropped and copies added (netlist names):
register / cells
sfr_array: 256
out_data: 8
per-stage QoR:
stage           util  TNS [ps]
6_report       0.474     -1.87
5_1_grt        0.474     -27.6
4_1_cts        0.462         0
3_5_place_dp   0.404   -197240
3_3_place_gp   0.404   -197520
2_1_floorplan      -         0
layout make-up:
cell class                      instances  area, um2
Inverter                                2       7.51
Clock inverter                        286       1250
Timing Repair Buffer                  545       5220
Fill cell                            3587      22100
Clock buffer                           31        776
Antenna cell                            2       5.00
Multi-Input combinational cell        476       4080
Sequential cell                       264       7930
Tap cell                              539        674
cells by family (layout without fill, tap and decap cells):
logic type | after synthesis | in the layout | synth area share
buf+inv | 119 | 864 | 0.0631
flops | 264 | 264 | 0.619
other cells | 1 | 3 | 0.000293
mux | 88 | 88 | 0.132
compound gates | 39 | 39 | 0.0231
simple gates | 348 | 348 | 0.163
what timing repair did:
action / CTS / global route
gates resized: 72 / 103
endpoints found under the setup margin: 136 / 130
gates cloned: 0 / 0
buffers inserted: 71 / 33
routing by layer:
layer	track usage	wire (um)	vias to the layer above
met5	0	14	-
met4	0.0751	1040	2
met3	0.140	5780	60
met2	0.334	22000	578
met1	0.287	18200	4767
li1	-	-	4551
cell usage after synthesis, drive strengths merged, types with 2 or more instances:
master   instances
edfxtp         264
and2           257
buf             84
mux4            56
nor2            37
mux2i           32
or2             32
clkbuf          30
a221o            8
a22oi            8
a31oi            8
nand2            7
a221oi           6
o21ai            6
inv              3
nand2b           3
nand3b           3
nor2b            3
o2111ai          2
or3b             2
how the worst max path moves through the flow:
stage                     from                end  depth (start not counted)
finish              rd_addr[0]        out_data[2]                          7
global route  sfr_array[19][5]  sfr_file_out[157]                          1
CTS            sfr_array[1][1]           w_ptr[9]                          1
critical path, cell delays in order:
cell	delay, ps
sky130_fd_sc_hd__clkdlybuf4s50_1	500
sky130_fd_sc_hd__buf_12	170
sky130_fd_sc_hd__buf_4	200
sky130_fd_sc_hd__inv_2	70
sky130_fd_sc_hd__buf_4	170
sky130_fd_sc_hd__o21ai_0	530
sky130_fd_sc_hd__a31oi_1	160
Power figures rest on the tool's default switching activity, not on a simulated workload.
